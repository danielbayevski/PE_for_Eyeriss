[design/flow/run.sh]
#!/bin/bash
# OpenROAD 26Q1-2900-gdf79404cd8, Yosys 0.63+post, stock flow scripts
make -C /OpenROAD-flow-scripts/flow DESIGN_CONFIG=/design/flow/config.mk WORK_HOME=/design/flow/orfs finish
[design/flow/design.v]
module mult_controller(
input [16:0] x0,x1,
input [16:0] w0,w1,
output sll1,sll2,
 output [3:0] out1,out2,
 output [7:0] out3,out4
);
 wire [7:0] x,y;  
wire [7:0] u,z;  
wire [3:0] x2,u2;
assign sll1 = (w0==0)||((y!=0)&&(x[7:4]==0));
assign sll2 = (w1==0)||((z!=0)&&(u[7:4]==0));
assign x2 = (x[7:4]==0)? x[3:0]:(x[7:4]+x[3]);  
assign u2 = (u[7:4]==0)? u[3:0]:(u[7:5]+u[3]);  
mux_8_2 mux1(.a(x0),.b(w0),.sel((w0[7:4]==0)),.c(x));
mux_8_2 mux2(.a(x0),.b(w0),.sel((w0[7:4]!=0)),.c(y));
mux_8_2 mux3(.a(x1),.b(w1),.sel((w1[7:4]==0)),.c(u));
mux_8_2 mux4(.a(x1),.b(w1),.sel((w1[7:4]!=0)),.c(z));
mux_2_8_special special(.x0(x2),.x1(u2),.w0(y),.w1(z),.selector({w0==0,w1==0}),
.x0full(x0),.x1full(x1),.w0full(w0),.w1full(w1),
.x0outt(out1),.x1outt(out2),
.w0outt(out3),.w1outt(out4));
endmodule 
module mux_2_8_special(
input [3:0] x0,x1,
input [7:0] w0,w1,
input [1:0]selector,
input [7:0] x0full,x1full,w0full,w1full,
output  [3:0] x0outt,x1outt,
output [7:0] w0outt,w1outt
);
reg [3:0] x0out,x1out;
reg [7:0] w0out,w1out;
assign x0outt = x0out;
assign x1outt = x1out;
assign w0outt = w0out;
assign w1outt = w1out;
always@(x0 or x1 or w0 or w1) begin
	case (selector)
		2'b00: begin
			x0out<=x0;
			x1out<=x1;
			w0out<=w0;
			w1out<=w1;
		end
		2'b10: begin
			x0out<=x1full[7:4];  
			x1out<=x1full[3:0];
			w0out<=w1full[7:4];
			w1out<=w1full[3:0];
		end
		2'b01: begin
			x0out<=x0full[7:4];  
			x1out<=x0full[3:0];
			w0out<=w0full[7:4];
			w1out<=w0full[3:0];  
		end
		2'b11: begin
			x0out<=0;
			x1out<=0;
			w0out<=0;
			w1out<=0;
		end
	endcase
end
endmodule
module mult( input [3:0] a,
 input [7:0] b,
output [11:0] c
);
assign c=a*b;
endmodule
module mux_8_2(
input [8:0] a,b,
input sel,
output [8:0] c
);
assign c= sel? b:a;
endmodule
module mux_16_2(
input [15:0] a,b,
input sel,
output [15:0] c
);
assign c= sel? b:a;
endmodule
module sll_4(
input [11:0]in,
output [15:0] out
);
assign out[15:4] = in;
assign out[3:0] =0;
endmodule
module fmult(
input [7:0] x0,x1,w0,w1,
output [31:0] c
);
wire [3:0]xx0,xx1;
wire [7:0]ww0,ww1;
wire [11:0] x11,x22;
wire [15:0] x1sll,x2sll;
mult_controller cont(.x0(x0),.x1(x1),
 .w0(w0),.w1(w1),
.sll1(sll1),.sll2(sll2),
 .out1(xx0),.out2(xx1),
 .out3(ww0),.out4(ww1)
);
mult ma(.a(xx0),.b(ww0),.c(x11));
mult mb(.a(xx1),.b(ww1),.c(x22));
sll_4 sa(.in(x11),.out(x1sll));
sll_4 sb(.in(x22),.out(x2sll));
mux_16_2 uxa(.a(x11),.b(x1sll),.sel(sll1),.c(c[15:0]));
mux_16_2 uxb(.a(x22),.b(x2sll),.sel(sll2),.c(c[31:16]));
endmodule
[design/flow/config.mk]
export PLATFORM = sky130hd
export DESIGN_NAME = fmult
export DESIGN_NICKNAME = fmult
export VERILOG_FILES = /design/flow/design.v
export SDC_FILE = /design/flow/constraint.sdc
export NUM_CORES = 4
export LEC_CHECK = 1
export CORE_UTILIZATION = 50
[design/flow/constraint.sdc]
current_design fmult

set clk_period 15.4
set clk_io_pct 0.2

create_clock -name clk0 -period $clk_period

set non_clock_inputs [all_inputs -no_clocks]
set_input_delay [expr $clk_period * $clk_io_pct] -clock clk0 $non_clock_inputs
set_output_delay [expr $clk_period * $clk_io_pct] -clock clk0 [all_outputs]
==> flow_summary.html <==
<p>Metrics extracted from the flow reports.</p>
<table>
<tr><th>Metric</th><th>Value</th></tr>
<tr><th colspan="2">Power and ir drop</th></tr>
<tr><td>Overall Power</td><td>~300 µW</td></tr>
<tr><td>Power Density</td><td>approximately 79 nW/µm²</td></tr>
<tr><td>VDD IR-drop max</td><td>approximately 0.075 mV</td></tr>
<tr><td>Static leakage</td><td>about 1.7 nW</td></tr>
<tr><th colspan="2">Route</th></tr>
<tr><td>Antenna Violating Nets Remaining</td><td>0</td></tr>
<tr><td>Total antenna diodes in the routed design</td><td>0</td></tr>
<tr><td>Number of vias per cell after detailed routing</td><td>5.79</td></tr>
<tr><td>Number of DRC violations after detailed routing</td><td>0</td></tr>
<tr><td>Drt wl/cell</td><td>about 15 µm</td></tr>
<tr><td>Overall routed net length</td><td>between 8000 and 9000 µm</td></tr>
<tr><td>Count of TritonRoute iterations in the first routing pass</td><td>4</td></tr>
<tr><td>Violation count after the first detailed-routing iteration</td><td>around 160</td></tr>
<tr><td>Vias</td><td>between 3000 and 4000</td></tr>
<tr><th colspan="2">Logic synthesis</th></tr>
<tr><td>Library cell occupying the most area in the post-synthesis netlist</td><td>sky130_fd_sc_hd__fa_1</td></tr>
<tr><td>YS chip area</td><td>about 3200 µm²</td></tr>
<tr><td>Register share after synthesis</td><td>0%</td></tr>
<tr><td>Cell count in the Yosys report</td><td>413</td></tr>
<tr><td>Number of distinct standard cells referenced by the synthesized netlist</td><td>63</td></tr>
<tr><td>Post-Synthesis Cells</td><td>slightly above 400</td></tr>
<tr><td>Average cell area after synthesis</td><td>7.73 µm²</td></tr>
<tr><td>Top cell type's share of synthesized area</td><td>between 10% and 20%</td></tr>
<tr><td>Warning count from the yosys run</td><td>25</td></tr>
<tr><td>Syn Std Cell Area</td><td>around 3200 µm²</td></tr>
<tr><td>Leading cell types by total area after synthesis</td><td>sky130_fd_sc_hd__fa_1, sky130_fd_sc_hd__ha_1, sky130_fd_sc_hd__nor2_1</td></tr>
<tr><th colspan="2">Floorplanning</th></tr>
<tr><td>Floorplan die height</td><td>just over 80 µm</td></tr>
<tr><td>Boundary Pins</td><td>between 60 and 70</td></tr>
<tr><td>Die Footprint</td><td>6710 µm²</td></tr>
<tr><td>Area of the core</td><td>about 6000 µm²</td></tr>
<tr><td>Horizontal extent of the die</td><td>81.9 µm</td></tr>
<tr><td>Pre-placement core utilization</td><td>between 50% and 60%</td></tr>
<tr><td>Number of cell rows</td><td>28</td></tr>
<tr><th colspan="2">Final timing</th></tr>
<tr><td>RSZ-0062 raised after global routing</td><td>no</td></tr>
<tr><td>Final-report setup violation count</td><td>0</td></tr>
<tr><td>Worst slack on hold paths</td><td>around 7.5 ns</td></tr>
<tr><td>Final Slew Violations</td><td>0</td></tr>
<tr><td>Minimum clock period</td><td>between 10 and 15 ns</td></tr>
<tr><td>Worst path setup slack after routing</td><td>2.97 ns</td></tr>
<tr><td>Final sum of negative setup slack</td><td>0 ns</td></tr>
<tr><td>Transition time at the pin with the least slew margin</td><td>between 0.8 and 0.9 ns</td></tr>
<tr><td>F_max</td><td>80.4 MHz</td></tr>
<tr><td>Share of the clock period used by the worst path after layout</td><td>roughly 81%</td></tr>
<tr><td>Final Hold Vio Count</td><td>0</td></tr>
<tr><td>Worst relative slew slack</td><td>between 40% and 50%</td></tr>
<tr><th colspan="2">Global route</th></tr>
<tr><td>Overall overflow remaining after global route</td><td>0</td></tr>
<tr><td>Maximum number of pins on one net before global-route repair</td><td>17</td></tr>
<tr><td>Antenna violations before repair</td><td>0</td></tr>
<tr><td>Total track usage</td><td>26.2%</td></tr>
<tr><td>Vias in the first global route</td><td>roughly 2800</td></tr>
<tr><td>Global-route wire length before repair</td><td>around 13000 µm</td></tr>
<tr><th colspan="2">Setup path</th></tr>
<tr><td>Required time of the critical path</td><td>12.32 ns</td></tr>
<tr><td>Kind of critical path</td><td>input port to primary output</td></tr>
<tr><td>Critical path arrival</td><td>about 9.4 ns</td></tr>
<tr><td>Worst setup EP type</td><td>primary output</td></tr>
<tr><td>Setup crit start kind</td><td>input port</td></tr>
<tr><td>Maximum fanout count along the critical path</td><td>16</td></tr>
<tr><th colspan="2">Clocking</th></tr>
<tr><td>Hold bufs inserted after CTS</td><td>0</td></tr>
<tr><td>Number of gates resized after cts</td><td>0</td></tr>
<tr><td>Post-CTS Setup Inserts</td><td>0</td></tr>
<tr><th colspan="2">Place</th></tr>
<tr><td>Number of placed instances, taps included</td><td>approximately 540</td></tr>
<tr><td>HPWL Detailed</td><td>6770 µm</td></tr>
<tr><td>Post-Place Setup Slack</td><td>3.01 ns</td></tr>
<tr><td>Placed Area</td><td>between 3000 and 4000 µm²</td></tr>
<tr><td>Routability congestion estimate</td><td>just over 0.9</td></tr>
<tr><td>Buffers added on ports</td><td>64</td></tr>
<tr><th colspan="2">Layout</th></tr>
<tr><td>Share of the core filled with cells in the final layout</td><td>about 64%</td></tr>
<tr><td>Area used by sequential logic in the layout</td><td>0 µm²</td></tr>
<tr><td>Layout clock buffer count</td><td>0</td></tr>
<tr><td>Most common library cell in the layout ignoring fill and taps</td><td>sky130_fd_sc_hd__clkdlybuf4s50_1</td></tr>
<tr><td>Top cells excl fill/tap</td><td>sky130_fd_sc_hd__clkdlybuf4s50_1, sky130_fd_sc_hd__nor2_1, sky130_fd_sc_hd__inv_1</td></tr>
<tr><td>Share of post-route cells with drive strength above 1</td><td>7.94%</td></tr>
<tr><td>FFs &amp; Latches</td><td>0</td></tr>
<tr><td>Number of standard cells in the layout, taps in and fillers out</td><td>approximately 540</td></tr>
<tr><td>Tally of filler cells in the layout</td><td>between 500 and 600</td></tr>
<tr><td>Finished layout cell area</td><td>between 3000 and 4000 µm²</td></tr>
<tr><td>P&amp;R area growth vs syn</td><td>19.8%</td></tr>
<tr><th colspan="2">Run</th></tr>
<tr><td>Number of maximum-capacitance violations</td><td>0</td></tr>
<tr><td>Count of warning messages emitted by the tools</td><td>33</td></tr>
<tr><th colspan="2">Status</th></tr>
<tr><td>Status</td><td>finished, final reports clean</td></tr>
<tr><th colspan="2">Worst hold path</th></tr>
<tr><td>Type of the most critical hold path</td><td>input port to primary output</td></tr>
</table>
[area by class of cell]
| class | instances | area, µm² | share of cell area [%] |
|---|---|---|---|
| multi-input combinational | 365 | 2950 | 77.2 |
| tap | 75 | 93.8 | 2.45 |
| timing repair buffer | 64 | 641 | 16.7 |
| inverter | 37 | 139 | 3.63 |
[Yosys cell counts, drive strengths merged (3+ instances only)]
library cell	number
a211oi	11
a21o	6
a21oi	25
a221oi	4
a31oi	3
and2	12
and4	3
buf	11
fa	24
ha	36
inv	37
mux2	5
mux2i	6
nand2	35
nand3	14
nor2	63
nor3	14
nor4	9
nor4b	8
o2111ai	5
o211ai	5
o21ai	15
o31ai	4
or2	17
or3	3
or4	5
xnor2	6
xor2	8
[worst max-delay path, stage by stage]
cell and delay (ns):
sky130_fd_sc_hd__clkdlybuf4s50_1 0.53, sky130_fd_sc_hd__or4_1 0.91, sky130_fd_sc_hd__and2_1 0.31, sky130_fd_sc_hd__ha_1 0.21
sky130_fd_sc_hd__ha_1 0.21, sky130_fd_sc_hd__a2111oi_1 0.60, sky130_fd_sc_hd__a211oi_4 0.14, sky130_fd_sc_hd__or2_1 0.28
sky130_fd_sc_hd__fa_1 0.51, sky130_fd_sc_hd__inv_1 0.05, sky130_fd_sc_hd__fa_1 0.52, sky130_fd_sc_hd__fa_1 0.48
sky130_fd_sc_hd__a21oi_1 0.21, sky130_fd_sc_hd__o211ai_1 0.16, sky130_fd_sc_hd__o41ai_1 0.35, sky130_fd_sc_hd__xor2_1 0.14
sky130_fd_sc_hd__o21ai_0 0.17, sky130_fd_sc_hd__clkdlybuf4s50_1 0.49
[metal layers]
metal / vias up / global-route usage [%] / wire [µm]
met3: 0 / 2.25 / 507
met5: - / 0 / 0
li1: 1593 / - / -
met4: 0 / 0 / 0
met2: 90 / 39.2 / 3430
met1: 1448 / 44.1 / 4200
[path summary, 6_finish.rpt]
check                 startpoint    end  slack (ns)  depth (start not counted)
worst max-delay path       w0[6]  c[10]        2.97                         18
worst min-delay path       x1[0]  c[20]        7.51                          4
[power by group]
group	total [mW]	internal (mW)	switching, mW	leakage, nW
logic	0.302	0.163	0.139	1.65
registers	0	0	0	0
clock network	0	0	0	0
total	0.302	0.163	0.139	1.65
[cell families after synthesis]
logic type                 Yosys count  share of synthesized area [%]
AOI/OAI and AO/OA                   90                           23.0
xor gates and xnor gates            14                           3.84
adders and majority gates           60                           29.1
muxes                               11                           3.88
buffers and inverters               48                           7.52
and+or+nand+nor                    190                           32.7
Power is estimated from default activity; no workload was simulated.
